### ./design.v
module CIPU(
input       clk, 
input       rst,
input       [7:0]people_thing_in,
input       ready_fifo,
input       ready_lifo,
input       [7:0]thing_in,
input       [3:0]thing_num,
output reg valid_fifo,
output reg valid_lifo,
output reg valid_fifo2,
output reg [7:0]people_thing_out,
output reg [7:0]thing_out,
output reg done_thing,
output reg done_fifo,
output reg done_lifo,
output reg done_fifo2);
parameter LENGTH=16;
parameter [1:0] INIT_1=2'b00,
                READY_1=2'b01,
                VALID_1=2'b10,
                DONE_1=2'b11;
reg [1:0] currState1, nextState1;
reg [7:0] Passenger[0:LENGTH-1];  
integer passenger_count=0;  
integer passenger_index=0;  
parameter [2:0] INIT_2=3'b000,
                READY_2=3'b001,
                VALID_LIFO_2=3'b010,
                DONE_THING_2=3'b011,
                DONE_LIFO_2=3'b100,
                VALID_FIFO_2=3'b101,
                DONE_FIFO_2=3'b110;
reg [2:0] currState2, nextState2;
reg [7:0] Luggage[0:LENGTH-1];  
reg [7:0] Remain_Luggage[0:LENGTH-1];  
integer luggage_count=0;  
integer luggage_index=0;  
integer remain_luggage_count=0;  
integer remain_luggage_index=0;  
always @(posedge clk)begin
    if(rst)begin
        valid_fifo <= 1'b0;
        done_fifo <= 1'b0;
        currState1 <= INIT_1;
    end
    else begin
        if(currState1==INIT_1)begin
            if(ready_fifo)begin
                passenger_count <= 0;
                passenger_index <= 0;
                currState1 <= nextState1;
            end
        end
        else if(currState1==READY_1)begin
            if(people_thing_in>=8'h41 && people_thing_in<=8'h5A)begin
                Passenger[passenger_count] <= people_thing_in;
                passenger_count <= passenger_count+1;
            end
            if(people_thing_in==8'h24)begin
                currState1 <= nextState1;
            end
        end
        else if(currState1==VALID_1)begin
            valid_fifo <= 1'b1; 
            if(passenger_index<passenger_count)begin
                people_thing_out <= Passenger[passenger_index];
                passenger_index <= passenger_index+1;
            end
            else begin
                currState1 <= nextState1;
            end
        end
        else begin
            currState1 <= nextState1;
        end
    end
end 
always @(currState1)begin
    case(currState1)
        INIT_1:nextState1 = READY_1;
        READY_1: nextState1 = VALID_1;
        VALID_1: nextState1 = DONE_1;
        DONE_1: nextState1 = INIT_1;
        default: nextState1 = INIT_1;
    endcase
end 
always @(currState1)begin
    case(currState1)
        INIT_1:begin
            done_fifo = 1'b0;
            valid_fifo = 1'b0;
        end
        READY_1:begin
            done_fifo = 1'b0;
            valid_fifo = 1'b0;
        end
        VALID_1:begin
            done_fifo = 1'b0;  
        end
        DONE_1:begin
            valid_fifo = 1'b0;
            done_fifo = 1'b1;  
        end
        default:begin
            valid_fifo = 1'b0;
            done_fifo = 1'b1;
        end
    endcase
end 
always @(posedge clk)begin
    if(rst)begin
        valid_lifo <= 1'b0;
        valid_fifo2 <= 1'b0;
        done_thing <= 1'b0;
        done_lifo <= 1'b0;
        done_fifo2 <= 1'b0;
        currState2 <= INIT_2;
    end
    else begin
        if(currState2==INIT_2)begin
            done_fifo2 <= 1'b0;
            if(ready_lifo)begin
                luggage_count <= 0;
                luggage_index <= 0;
                remain_luggage_count <= 0;
                remain_luggage_index <= 0;
                currState2 <= nextState2;
            end
        end
        else if(currState2==READY_2)begin
            if(thing_in>=8'h31 && thing_in<=8'h39)begin
                Luggage[luggage_count] <= thing_in;
                Remain_Luggage[remain_luggage_count] <= thing_in;
                luggage_count <= luggage_count+1;
                remain_luggage_count <= remain_luggage_count+1;
            end
            if(thing_in==8'h3B || thing_in==8'h24)begin
                currState2 <= nextState2;
            end
        end
        else if(currState2==VALID_LIFO_2)begin
            valid_lifo <= 1'b1;
            if(thing_num==0)begin
                thing_out <= 8'h30;
                done_thing <= 1'b1;
                currState2 <= nextState2;
            end
            else begin
                if(luggage_index<thing_num)begin
                    thing_out <= Luggage[luggage_count-luggage_index-1];
                    luggage_index <= luggage_index+1;
                    remain_luggage_count <= remain_luggage_count-1;
                end
                else begin
                    valid_lifo <= 1'b0;
                    done_thing <= 1'b1;
                    currState2 <= nextState2;
                end
            end
        end
        else if(currState2==DONE_THING_2)begin
            luggage_count <= 0;  
            luggage_index <= 0;  
            valid_lifo <= 1'b0;  
            done_thing <= 1'b0;
            currState2 <= nextState2;
        end
        else if(currState2==DONE_LIFO_2)begin
            done_lifo <= 1'b1;
            currState2 <= nextState2;
        end
        else if(currState2==VALID_FIFO_2)begin
            done_lifo <= 1'b0;
            valid_fifo2 <= 1'b1;
            if(remain_luggage_index<remain_luggage_count)begin
                thing_out <= Remain_Luggage[remain_luggage_index];
                remain_luggage_index <= remain_luggage_index+1;
            end
            else begin
                remain_luggage_count <= 0;
                remain_luggage_index <= 0;
                valid_fifo2 <= 1'b0;
                currState2 <= nextState2;
            end
        end
        else begin
            done_fifo2 <= 1'b1;
            currState2 <= nextState2;
        end
    end
end
always @(currState2 or thing_in)begin
    case (currState2)
        INIT_2: nextState2 = READY_2;
        READY_2:begin
            case (thing_in)
                8'h24: nextState2 = DONE_LIFO_2;
                8'h3B: nextState2 = VALID_LIFO_2;
                default: nextState2 = VALID_LIFO_2;
            endcase
        end
        VALID_LIFO_2: nextState2 = DONE_THING_2;
        DONE_THING_2: nextState2 = READY_2;
        DONE_LIFO_2: nextState2 = VALID_FIFO_2;
        VALID_FIFO_2: nextState2 = DONE_FIFO_2;
        DONE_FIFO_2: nextState2 = INIT_2;
        default: nextState2 = INIT_2;
    endcase
end
endmodule
### ./run.sh
#!/bin/bash
# OpenROAD 26Q1-2900-gdf79404cd8, Yosys 0.63+post, stock flow scripts
make -C /OpenROAD-flow-scripts/flow DESIGN_CONFIG=/design/flow/config.mk WORK_HOME=/design/flow/orfs finish
### ./config.mk
export PLATFORM = sky130hd
export DESIGN_NAME = CIPU
export DESIGN_NICKNAME = CIPU
export VERILOG_FILES = /design/flow/design.v
export SDC_FILE = /design/flow/constraint.sdc
export NUM_CORES = 4
export LEC_CHECK = 1
export CORE_UTILIZATION = 50
### ./constraint.sdc
current_design CIPU

set clk_period 6.6
set clk_io_pct 0.2

create_clock -name clk0 -period $clk_period [get_ports {clk}]

set non_clock_inputs [all_inputs -no_clocks]
set_input_delay [expr $clk_period * $clk_io_pct] -clock clk0 $non_clock_inputs
set_output_delay [expr $clk_period * $clk_io_pct] -clock clk0 [all_outputs]
==> impl_metrics.env <==
# implementation run metrics
export IMPL_crit_path_start_kind="primary input"
export IMPL_relSlewSlack_pct=35.7
export IMPL_synthesis_area_per_instance_sq_um=14.1
export IMPL_yosys_cell_count_top_type="sky130_fd_sc_hd__edfxtp_1"
export IMPL_critPathArrivalTime_ps=4510
export IMPL_first_pass_grt_wire_length_mm=91.7
export IMPL_ys_top_cells_by_count="564 x sky130_fd_sc_hd__edfxtp_1, 202 x sky130_fd_sc_hd__nor2_1, 112 x sky130_fd_sc_hd__mux4_2"
export IMPL_setup_viol=0
export IMPL_fp_row_count=85
export IMPL_post_cts_resize_count=0
export IMPL_r2r_end="remain_luggage_count[12]"
export IMPL_fmaxAchievable_mhz=235
export IMPL_first_global_vias=16476
export IMPL_cts_root_buf="sky130_fd_sc_hd__clkbuf_16"
export IMPL_min_tclk_post_route_ps=4260
export IMPL_layout_cells_sized_above_1_pct=13.3
export IMPL_grt_max_degree=71
export IMPL_top_cells_by_area="sky130_fd_sc_hd__edfxtp_1 62%, sky130_fd_sc_hd__mux4_2 9.2%, sky130_fd_sc_hd__ha_1 3.8%, sky130_fd_sc_hd__nor2_1 2.8%, sky130_fd_sc_hd__xnor2_1 2.7%"
export IMPL_io_pins=47
export IMPL_detailroute_via_count=15964
export IMPL_path_class="in2reg"
export IMPL_post_route_drc_count=0
export IMPL_max_clock_path_buffers=3
export IMPL_timing_final_crit_share_pct=64.6
export IMPL_finalHoldViolCount=0
export IMPL_total_leakage_power_uw=0.0102
export IMPL_warning_count=35
export IMPL_detail_route_wl_per_cell_um=21.1
export IMPL_irDropWorstVdd_uv=238
export IMPL_run_status="finished clean"
export IMPL_tritoncts="yes"
export IMPL_numSynthFlops=580
export IMPL_cp_max_fo=32
export IMPL_global_route_usage_total_pct=23.5
export IMPL_post_synth_instance_area_sq_um=27300
export IMPL_hp_class="reg2reg"
export IMPL_clk_pin_slew_worst_paths_ps=60
export IMPL_placement_cell_area_sq_um=28800
export IMPL_post_cts_repair_setup_buffers=0
export IMPL_wl_mm=58.1
export IMPL_detail_route_iter0_violations=1032
export IMPL_chip_area_sq_um=55500
export IMPL_worst_setup_path_end_kind="flip-flop"
export IMPL_dieHeight_um=236
export IMPL_yosys_stat_cells=1934
export IMPL_ys_async_sr_fraction_pct=0
export IMPL_hold_depth=2
export IMPL_hold_path_end="currState1[0]"
export IMPL_synth_area_leader_cell="sky130_fd_sc_hd__edfxtp_1"
export IMPL_required_ps=6850
export IMPL_htreeDepth=2
export IMPL_routed_via_density=5.78
export IMPL_areaGrowthSynthToFinish_pct=12.5
export IMPL_global_route_overflow_total=0
export IMPL_yosys_warnings=5
export IMPL_synth_cell_type_count=69
export IMPL_drv_max_cap_violation_count=0
export IMPL_pwr_density_cell_nw_per_um2=261
export IMPL_hold_path_startpoint="currState1[3]"
export IMPL_final_tns_setup_ps=0
export IMPL_holdBufCountCts=0
export IMPL_dp_worst_setup_slack_ps=1710
export IMPL_dpl_hpwl_mm=37.8
export IMPL_r2r_worst_path_cells=9
export IMPL_flop_cell="sky130_fd_sc_hd__edfxtp_1"
export IMPL_final_antenna_net_count=0
export IMPL_final_design_area_no_fill_sq_um=30700
export IMPL_antenna_violations_before_repair=1
export IMPL_yosys_reported_design_area_after_synthesis_sq_um=27300
export IMPL_grt_setup_unrepaired="no"
export IMPL_reg2reg_from="remain_luggage_index[3]"
export IMPL_synthesis_instances=1934
export IMPL_seq_area_frac_synth_pct=63.2
export IMPL_coreArea_sq_um=53900
export IMPL_dr_pass1_iters=5
export IMPL_gp_routability_congestion=0.868
export IMPL_numCtsBuffers=60
export IMPL_number_of_enable_type_register_cells_in_the_synthesized_netlist=564
export IMPL_top_area_share_pct=62.0
export IMPL_max_slew_worst_pin_slew_ps=957
export IMPL_fill_cells=4132
export IMPL_layout_setup_ws_ps=2340
export IMPL_cts_sinks=580
export IMPL_clk_insertion_delay_late_ps=640
export IMPL_slew_viol_final=0
export IMPL_die_size_x_um=236
export IMPL_r2r_setup_slack_ps=2850
export IMPL_detail_route_antenna_diodes=0
export IMPL_final_util_pct=57.0
export IMPL_floorplanUtilization_pct=50.6
export IMPL_place_port_buffers=44
export IMPL_final_setup_skew_ps=40.1
registers in the layout (all words and copies together), names as in the netlist:
signal                count
Luggage                 128
Passenger               128
Remain_Luggage          128
currState1                4
currState2                7
done_fifo2                1
done_lifo                 1
done_thing                1
luggage_count             4
luggage_index            32
passenger_count          32
passenger_index          32
people_thing_out          8
remain_luggage_count     32
remain_luggage_index     32
thing_out                 8
valid_fifo2               1
valid_lifo                1
worst max path at each step:
| stage | from | end | slack, ps | depth (start not counted) |
|---|---|---|---|---|
| finish | thing_num[3] | remain_luggage_count[12] | 2340 | 10 |
| global route | thing_num[3] | remain_luggage_count[26] | 2080 | 10 |
| CTS | thing_num[3] | remain_luggage_count[31] | 2340 | 10 |
kinds of logic after synthesis:
group | Yosys count | share of synthesized area (%)
AND/OR/NAND/NOR | 620 | 11.2
buffers and inverters | 174 | 2.43
flip-flops | 580 | 63.2
adder cells (fa/ha/maj) | 85 | 3.92
multiplexers | 128 | 9.86
other | 1 | 0.0137
AND-OR/OR-AND | 202 | 4.71
XOR/XNOR | 144 | 4.62
per-layer routing:
layer  global-route usage [%]  share of wire (%)
met5                        0              0.022
met1                     36.7                 41
met2                     34.5                 47
met3                     10.8                 10
met4                     3.62                1.9
worst max-delay path, cell delays in order:
cell and delay (ps):
sky130_fd_sc_hd__clkdlybuf4s50_1 480, sky130_fd_sc_hd__inv_1 50, sky130_fd_sc_hd__ha_1 300, sky130_fd_sc_hd__a211oi_1 240, sky130_fd_sc_hd__nand4_1 110, sky130_fd_sc_hd__a311oi_1 600, sky130_fd_sc_hd__nor2b_1 450, sky130_fd_sc_hd__nor2_1 140
sky130_fd_sc_hd__a2111oi_4 340, sky130_fd_sc_hd__buf_4 450
report_power, final:
group | switching, uW | internal, uW
Clock | 1410 | 1960
Sequential | 60.6 | 4090
Combinational | 299 | 201
through the flow:
step	hold WS [ps]	power, uW	std cells
6_report	413	8020	2760
5_1_grt	428	8310	2760
2_1_floorplan	386	4540	1935
3_3_place_gp	404	4730	2649
4_1_cts	417	8110	2760
3_5_place_dp	402	4730	2649
placed cells by master, fill, tap and decap left out, types with 37 or more instances in the layout:
master	count
sky130_fd_sc_hd__clkdlybuf4s50_1	44
sky130_fd_sc_hd__xor2_1	59
sky130_fd_sc_hd__a21oi_1	61
sky130_fd_sc_hd__nand3_1	56
sky130_fd_sc_hd__nand4_1	53
sky130_fd_sc_hd__ha_1	83
sky130_fd_sc_hd__and2_1	37
sky130_fd_sc_hd__nor2_1	200
sky130_fd_sc_hd__buf_4	48
sky130_fd_sc_hd__mux4_2	112
sky130_fd_sc_hd__nor3_1	54
sky130_fd_sc_hd__nand2_1	92
sky130_fd_sc_hd__clkbuf_16	60
sky130_fd_sc_hd__inv_1	100
sky130_fd_sc_hd__xnor2_1	84
sky130_fd_sc_hd__o21ai_0	43
sky130_fd_sc_hd__edfxtp_1	564
area by class of cell:
type	count	area, sq um	share of cell area (%)
clock inverters	35	404	1.32
inverters	100	375	1.22
repair buffers	92	801	2.61
clock buffers	76	1560	5.08
flip-flops and latches	580	17300	56.2
multi-input cells	1181	9450	30.8
well taps	696	871	2.83
No activity file was given, so power comes from the tool's default toggle rates.
