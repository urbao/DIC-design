==> design.v <==
`timescale 1ns/10ps
module MM( in_data, col_end, row_end, is_legal, out_data, rst, clk , change_row,valid,busy);
input clk;
input rst;
input col_end;
input row_end;
input [7:0]in_data;
output reg signed [19:0]out_data;
output reg is_legal;
output reg change_row,valid,busy;
reg [1:0] MAT_COL_SIZE;  
reg VALID_MATRIX;  
reg [1:0] row_1, col_1, row_2, col_2;
reg [1:0] ROW, COL, IDX;
reg wait_one_cycle=0;
reg signed [7:0] mat1[0:3][0:3];
reg signed [7:0] mat2[0:3][0:3];
reg signed [19:0] mat_result;  
parameter [1:0] MAT1_READ=2'b00,  
                MAT2_READ=2'b01,  
                MULTIPLY=2'b10,   
                OUTPUT=2'b11;     
reg [1:0] currState, nextState;
always @(posedge clk or posedge rst)begin
    if(rst)begin
        MAT_COL_SIZE <= 0;
        VALID_MATRIX <= 1;  
        row_1 <= 0;
        row_2 <= 0;
        col_1 <= 0;
        col_2 <= 0;
        mat_result <= 0;
        ROW <= 0;
        COL <= 0;
        IDX <= 0;
        currState <= MAT1_READ;
    end
    else begin
        if(currState==MAT1_READ)begin
            valid <= 0;  
            if(wait_one_cycle==1)begin
                wait_one_cycle <= 0;
                MAT_COL_SIZE <= 0;
                VALID_MATRIX <= 1;  
                row_1 <= 0;
                row_2 <= 0;
                col_1 <= 0;
                col_2 <= 0;
                mat_result <= 0;
                ROW <= 0;
                COL <= 0;
                IDX <= 0;
            end
            else begin
                mat1[row_1][col_1] <= in_data;
                if(row_end && col_end)begin
                    if(col_1!=MAT_COL_SIZE && row_1!=0)begin
                        VALID_MATRIX <= 0;
                    end
                    currState <= nextState;
                end
                else if(col_end)begin
                    if(row_1==0)begin
                        MAT_COL_SIZE <= col_1;
                    end
                    else begin
                        if(col_1!=MAT_COL_SIZE)begin
                            VALID_MATRIX <= 0;  
                        end
                    end
                    row_1 <= row_1+2'b01;
                    col_1 <= 0;
                end
                else begin
                    col_1 <= col_1+2'b01;
                end
            end
        end
        else if(currState==MAT2_READ)begin
            wait_one_cycle <= 1;
            mat2[row_2][col_2] <= in_data;
            if(row_end && col_end)begin
                if(col_2!=MAT_COL_SIZE && row_2!=0)begin
                    VALID_MATRIX <= 0;
                end
                currState <= nextState;
            end
            else if(col_end)begin
                if(row_2==0)begin
                    MAT_COL_SIZE <= col_2;
                end
                else begin
                    if(col_2!=MAT_COL_SIZE)begin
                        VALID_MATRIX <= 0;  
                    end
                end
                row_2 <= row_2+2'b01;
                col_2 <= 0;
            end
            else begin
                col_2 <= col_2+2'b01;
            end
        end
        else if(currState==MULTIPLY)begin
            valid <= 0;  
            if(col_1!=row_2 || VALID_MATRIX==0)begin
                currState <= nextState;
            end
            else begin
                mat_result <= mat_result+(mat1[ROW][IDX]*mat2[IDX][COL]);
                if(IDX==col_1)begin
                    currState <= nextState;
                end
                else begin
                    IDX <= IDX+2'b01;
                end
            end
        end
        else begin
            valid <= 1;
            if(col_1!=row_2 || VALID_MATRIX==0)begin
                is_legal <= 0;  
            end
            else begin
                is_legal <= 1;
                out_data <= mat_result;
                if(COL==col_2)begin
                    change_row <= 1;
                    ROW <= ROW+2'b01;  
                    COL <= 0;  
                end
                else begin
                    change_row <= 0;
                    COL <= COL+2'b01;  
                end
            end
            mat_result = 0;
            IDX = 0;
            currState <= nextState;  
        end
    end
end
always @(*)begin
    case (currState)
        MAT1_READ: nextState = MAT2_READ;
        MAT2_READ: nextState = MULTIPLY;
        MULTIPLY: nextState = OUTPUT;
        OUTPUT: begin
            if(col_1!=row_2 || VALID_MATRIX==0)nextState = MAT1_READ;
            else if(ROW==row_1 && COL==col_2)nextState = MAT1_READ;
            else nextState = MULTIPLY; 
        end
        default: nextState = MAT2_READ;
    endcase
end
always @(currState)begin
    case (currState)
        MULTIPLY: busy = 1;
        OUTPUT: busy = 1;
        default: busy = 0;
    endcase
end
endmodule
==> run.sh <==
#!/bin/bash
# OpenROAD 26Q1-2900-gdf79404cd8, Yosys 0.63+post, stock flow scripts
make -C /OpenROAD-flow-scripts/flow DESIGN_CONFIG=/design/flow/config.mk WORK_HOME=/design/flow/orfs finish
==> config.mk <==
export PLATFORM = sky130hd
export DESIGN_NAME = MM
export DESIGN_NICKNAME = MM
export VERILOG_FILES = /design/flow/design.v
export SDC_FILE = /design/flow/constraint.sdc
export NUM_CORES = 4
export LEC_CHECK = 1
export CORE_UTILIZATION = 50
==> constraint.sdc <==
current_design MM

set clk_period 11.9
set clk_io_pct 0.2

create_clock -name clk0 -period $clk_period [get_ports {clk}]

set non_clock_inputs [all_inputs -no_clocks]
set_input_delay [expr $clk_period * $clk_io_pct] -clock clk0 $non_clock_inputs
set_output_delay [expr $clk_period * $clk_io_pct] -clock clk0 [all_outputs]
==> run summary <==
run metrics: outcome finished clean, OpenROAD warning count 48, Fill cells 2459, Cells after Synth 1188, final setup fails 0, M2 GR Usage 0.379, largest net degree at the start of global routing 43, DRC violations left 0, #FFs+latches synth 321, Finished Core Util 0.576, pins over their slew limit 0, worst setup margin 4.71 ns, Clk pin slew, worst setup/hold paths 0.06 ns, post-CTS setup buffer count 0, register area share after synthesis 0.584, global routing usage on met1 0.364, FFs w/ async S/R, synth 0.128, EDFF count, synth 280, final std cells w/o fill 1674, layout cells sized above 1 0.0810, maxcap violations 0, grt ovf 0, Data required, critical path 12.29 ns, Tightest Pin Transition 0.884 ns, H-tree levels 2, HP Class flop to flop, Die X 182 µm, Row Count 65, comb. cell area 0.00603 mm², vias in the first global route 10251, Hold Vio Cnt, Final 0, Worst Skew 0.0140 ns, Tcrit/Tclk final 0.604, die height 182 µm, post-cts sizing count 0, first-pass GRT wire length 57.4 mm, count of warnings emitted by yosys 3, Slew HR 0.409, Syn Area/Cell 13.6 µm², initial DRC count 637, CP Capture Type flop, total wire length 36.6 mm, CTS Root Cell clkbuf_16, GR Util met3 0.131, die area 0.0331 mm², f_max 139 MHz, I/O Pins 36, Antenna Nets Post-Route 0, most frequent logic cell in the layout edfxtp_1, WL per Instance 21.8 µm, GP Congestion 0.908, Most used DFF post-synth edfxtp_1, Pre-antenna DRT Iters 5, initial antenna violation count 0, crit path DAT 7.58 ns, All-Layer GR Usage 0.253, P&R area growth vs syn 12.9%, # diodes 0, # clock sinks 321, clk buf depth 3, post-route setup TNS 0 ns, min cycle time layout 7.19 ns, sequential cell area 0.00944 mm², Core Util at FP 0.510, post-synth cell types 62, CTS tree built, routed vias 9665, Cells after DPL 1612, core area 0.0317 mm², cts bufs inserted 35, mapped cell area 0.0162 mm², Setup Crit Path Kind flop to flop, post-synthesis chip area from yosys 0.0162 mm², hold buffer count at cts 0, global routing's busiest layer met2, Vias/cell 5.77, Port Buffer Count 35, clk latency of the worst-skew pair 0.52 ns, RSZ-0062 raised after global routing false, CP max FO 31, Critical Path Start Type flop, Post-Place Setup Slack 4.73 ns, most instantiated logic cells after routing edfxtp_1, inv_1, fa_1, # Cells Yosys 1188, DPL Wire Length 24.4 mm
-- critical path, cell delays in order (launching register included) --
cell	delay, ns
dfrtp_1	0.46
inv_1	0.12
ha_1	0.21
buf_4	0.25
or3_1	0.49
nor2_1	0.15
nor2_1	0.09
a21oi_4	0.29
nor2_1	0.13
a41oi_1	0.38
nand2_1	0.13
fa_1	0.50
fa_1	0.54
inv_1	0.05
fa_1	0.45
fa_1	0.49
inv_1	0.05
fa_1	0.49
inv_1	0.04
ha_1	0.32
o21a_1	0.18
o31a_1	0.14
o41ai_1	0.42
a31oi_1	0.22
a31oi_1	0.23
xor2_1	0.15
o21ai_0	0.08
-- worst paths after layout --
path	from	end	slack, ns	depth (start not counted)
max	IDX[0]	mat_result[18]	4.71	26
min	mat_result[6]	out_data[6]	0.48	0
max reg2reg	IDX[0]	mat_result[18]	4.71	26
min reg2reg	mat_result[6]	out_data[6]	0.48	0
max in group asynchronous	rst	mat_result[6]	8.87	3
min in group asynchronous	rst	COL[0]	2.61	3
-- cells by family after synthesis --
| logic type | synth area share |
|---|---|
| compound gates | 0.123 |
| xor+xnor | 0.0168 |
| fa+ha+maj | 0.167 |
| buf+inv | 0.0439 |
| flops | 0.584 |
| simple gates | 0.0663 |
-- per-stage QoR --
stage          cell area, µm²  hold slack (ns)
2_1_floorplan           16200            0.446
5_1_grt                 18300            0.486
3_3_place_gp            17100            0.467
3_5_place_dp            17100            0.464
4_1_cts                 18300            0.481
6_report                18300            0.483
-- synthesized netlist by cell type (all sizes together), types with 13 or more instances --
cell type,number,area (µm²)
xor2,14,123
a22oi,32,240
o21ai,48,244
a222oi,33,330
a22o,49,429
nand2,75,282
nor2,65,244
nor2b,19,126
and3,20,125
dfrtp,39,976
xnor2,17,149
nand3,13,65.1
ha,73,913
inv,139,522
edfxtp,280,8410
buf,14,68.8
fa,89,1780
clkbuf,31,116
a21oi,27,169
-- routing by layer --
metal  wire length, µm  vias to the layer above
met3              4420                       55
met5                 0                        -
met4               779                        0
met2             17100                      448
li1                  -                     4475
met1             14300                     4687
-- flip-flops by register name, indices dropped and copies added, names as in the netlist, 4 cells and up --
register    flops
currState       4
mat1          128
out_data       20
mat_result     20
mat2          128
-- area by class of cell --
type	count	share of cell area
clock buffer	44	0.0504
inverter	140	0.0288
clock inverter	18	0.0143
tap	402	0.0275
timing repair buffer	67	0.0323
sequential	321	0.517
multi-input combinational	682	0.330
