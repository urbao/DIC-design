==> ./design.v <==
module MPQ(clk,rst,data_valid,data,cmd_valid,cmd,index,value,busy,RAM_valid,RAM_A,RAM_D,done);
input clk;
input rst;
input data_valid;
input [7:0] data;
input cmd_valid;
input [2:0] cmd;
input [7:0] index;
input [7:0] value;
output reg busy;
output reg RAM_valid;
output reg [7:0]RAM_A;
output reg [7:0]RAM_D;
output reg done;
reg [7:0] Q[0:255];  
reg [7:0] LENGTH;  
reg [7:0] idx1;
reg [7:0] idx2;
reg [7:0] largest;
reg [7:0] right;
reg [7:0] left;
reg [2:0] currState, nextState;
parameter [2:0] READ_DATA=3'b000,
                WAIT_CMD=3'b001,
                BUILD_QUEUE_1=3'b010,
                BUILD_QUEUE_2=3'b011,
                EXTRACT_MAX=3'b100,
                INCREASE_VAL=3'b101,
                INSERT_DATA=3'b110,
                WRITE=3'b111;
always @(posedge clk or posedge rst) begin
    if(rst)begin
        LENGTH <= 0;
        idx1 <= 1;
        done <= 0;
        RAM_A <= 0;
        RAM_D <= 0;
        currState <= READ_DATA;
    end
    else begin
        if(currState==READ_DATA)begin
            if(data_valid)begin
                Q[idx1] <= data;
                LENGTH <= LENGTH+1'b1;
                idx1 <= idx1+1'b1;
            end
            else begin
                currState <= nextState;
            end
        end
        else if(currState==WAIT_CMD)begin
            if(nextState==BUILD_QUEUE_1)begin
                idx1 <= (LENGTH>>1);
                idx2 <= (LENGTH>>1);
            end
            else if(nextState==EXTRACT_MAX)begin
                Q[1] <= Q[LENGTH];
                LENGTH <= LENGTH-1'b1;
                idx1 <= 1;
                idx2 <= 1;
            end
            else if(nextState==INCREASE_VAL)begin
                idx1 <= index;
                idx2 <= (index>>1);
                Q[index] <= value;
            end
            else if(nextState==INSERT_DATA)begin
                idx1 <= LENGTH+1'b1;
                idx2 <= (LENGTH+1'b1)>>1;
                LENGTH <= LENGTH+1'b1;
                Q[LENGTH+1'b1] <= value;
            end
            else if(nextState==WRITE)begin
                idx1 <= 1;
            end
            else begin
                done <= 0;
            end
            currState <= nextState;
        end
        else if(currState==BUILD_QUEUE_1)begin
            if(idx1==0)begin
                currState <= nextState;
            end
            else begin
                left = idx2<<1;
                right = (idx2<<1)+1'b1;
                largest = idx2;
                if(left<=LENGTH && Q[left]>Q[idx2])begin
                    largest = left;
                end
                if(right<=LENGTH && Q[right]>Q[largest])begin
                    largest = right;
                end
                currState <= BUILD_QUEUE_2;
            end
        end
        else if(currState==BUILD_QUEUE_2)begin
            if(largest!=idx2)begin
                Q[idx2] <= Q[largest];
                Q[largest] <= Q[idx2];
                idx2 <= largest;
            end
            else begin
                idx1 <= idx1-1'b1;
                idx2 <= idx1-1'b1;
            end
            currState <= BUILD_QUEUE_1;
        end
        else if(currState==EXTRACT_MAX)begin
            currState <= BUILD_QUEUE_1;
        end
        else if(currState==INCREASE_VAL)begin
            if(idx1>1 && Q[idx2]<Q[idx1])begin
                Q[idx2] <= Q[idx1];
                Q[idx1] <= Q[idx2];
                idx1 <= idx2;
                idx2 <= (idx2>>1);
            end
            else begin
                currState <= nextState;
            end
        end
        else if(currState==INSERT_DATA)begin
            currState <= INCREASE_VAL;  
        end
        else begin
            if(idx1>LENGTH)begin
                done <= 1;
                RAM_valid <= 0;
                currState <= nextState;
            end
            else begin
                RAM_valid <= 1;
                RAM_A <= idx1-1'b1;
                RAM_D <= Q[idx1];
                idx1 <= idx1+1'b1;
            end
        end
    end
end
always @(*)begin
    if(currState==WAIT_CMD)begin
        busy = 0;
    end
    else begin
        busy = 1;
    end
end
always @(*)begin
    if(cmd_valid)begin
        if(cmd==3'b000)begin
            nextState = BUILD_QUEUE_1;
        end
        else if(cmd==3'b001)begin
            nextState = EXTRACT_MAX;
        end
        else if(cmd==3'b010)begin
            nextState = INCREASE_VAL;
        end
        else if(cmd==3'b011)begin
            nextState = INSERT_DATA;
        end
        else if(cmd==3'b100)begin
            nextState = WRITE;
        end
        else begin
            nextState = BUILD_QUEUE_1;
        end
    end
    else begin
        nextState = WAIT_CMD;
    end
end
endmodule
==> ./run.sh <==
#!/bin/bash
# OpenROAD 26Q1-2900-gdf79404cd8, Yosys 0.63+post, stock flow scripts
make -C /OpenROAD-flow-scripts/flow DESIGN_CONFIG=/design/flow/config.mk WORK_HOME=/design/flow/orfs finish
==> ./config.mk <==
export PLATFORM = sky130hd
export DESIGN_NAME = MPQ
export DESIGN_NICKNAME = MPQ
export VERILOG_FILES = /design/flow/design.v
export SDC_FILE = /design/flow/constraint.sdc
export NUM_CORES = 4
export LEC_CHECK = 1
export CORE_UTILIZATION = 50
==> ./constraint.sdc <==
current_design MPQ

set clk_period 68.6
set clk_io_pct 0.2

create_clock -name clk0 -period $clk_period [get_ports {clk}]

set non_clock_inputs [all_inputs -no_clocks]
set_input_delay [expr $clk_period * $clk_io_pct] -clock clk0 $non_clock_inputs
set_output_delay [expr $clk_period * $clk_io_pct] -clock clk0 [all_outputs]
==> notes.md <==
Physical implementation.

- The tally of buffers added on design ports is 49.
- The final RePlAce weighted congestion is 3.33.
- The netlist area before placement is 233000 µm².
- The number of buffers created by CTS is 269.
- The count of instantiated cells in the yosys netlist is 28900.
- The sequential cell area fraction in the yosys report is 0.270.
- Ranked by total cell area, the synthesized netlist is headed by edfxtp_1 27%, a22oi_1 9.6%, mux2i_1 5.7%.
- The horizontal die dimension is 685 µm.
- The run stopped with a tool error.
- The hold-fix buffer count after cts is 0.
- Per the synthesis report, the number of distinct cell types is 117.
- Buffers added to address setup during post-CTS repair amount to 0.
- Counting instances in the post-synthesis netlist gives the leading cell types as 2999 x a22oi_1, 2555 x clkbuf_1, 2377 x nand2_1.
- In this run the count of I/O pins placed on the die edge is 50.
- Logged for this run, the post-placement worst setup slack is 49050 ps.
- The half-perimeter wire length after detailed placement is 2600000 µm.
- The post-cts repair resize count is 0.
- The yosys-reported design area after synthesis is 233000 µm².
- The commonest register cell is edfxtp_1.
- The biggest area contributor in the post-synthesis netlist is edfxtp_1.
- The remaining global-route overflow is 204000.
- The die extent in y is 685 µm.
- Yosys mapped a number of flops with a built-in enable equal to 2065.
- The number of warnings printed during yosys synthesis is 2.
- The tool reported: "[ERROR GRT-0116] Global routing finished with congestion. Check the congestion regions in the DRC Viewer".
- The global-route wire length before repair is 4410000 µm.
- Looking at the clock tree report, the maximum root-to-sink buffer count equals 4.
- The most common cell in the synthesized netlist is a22oi_1.
- The effective utilization at floorplan is 0.503.
- The via count of the first global-routing pass was 367000.
- The count of H-tree levels built during CTS is 5.
- Yosys reported a register bit count of 2106.
- The area fraction of the largest cell type after synthesis is 0.266.
- Counting every instance in the synthesized netlist gives 28900.
- The number of clock sinks seen by CTS is 2106.
- Total global-route track usage over all layers is 1.54.
- The average instance area after synthesis is 8.07 µm².
- The largest net degree at the start of global routing is 133.
- After floorplanning, the core was divided into 250 placement rows.
- The flow stopped in global routing (5_1_grt).
- The CTS root buffer is clkbuf_16.
- The async set or reset register ratio after synthesis is 0.0195.
## per-layer routing
layer	global-route usage	GRT overflow
met5	0.996	1749
met3	1.15	19500
met2	1.97	98500
met1	1.69	75300
met4	1.05	9307
## stage by stage
| step | area, µm² | power [mW] | instances | hold slack [ps] |
|---|---|---|---|---|
| floorplan | 233000 | 16.3 | 28900 | 421 |
| global placement | 265000 | 28.4 | 36000 | 461 |
| detailed placement | 265000 | 28.5 | 36000 | 466 |
| CTS | 273000 | 30.0 | 36500 | 479 |
## kinds of logic after synthesis
family	count (synthesis)	synth area share
simple gates	8776	0.185
buf+inv	4052	0.0753
fa+ha+maj	49	0.00263
compound gates	11900	0.377
mux	1987	0.0891
flops	2106	0.270
xor+xnor	41	0.00154
Power figures rest on the tool's default switching activity, not on a simulated workload.
